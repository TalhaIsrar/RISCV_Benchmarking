==> flow/config.mk <==
export PLATFORM = sky130hd
export DESIGN_NAME = btb
export DESIGN_NICKNAME = btb
export VERILOG_FILES = /design/flow/design.v
export SDC_FILE = /design/flow/constraint.sdc
export NUM_CORES = 4
export LEC_CHECK = 1
export CORE_UTILIZATION = 30
==> flow/constraint.sdc <==
current_design btb

set clk_period 13.3
set clk_io_pct 0.2

create_clock -name clk0 -period $clk_period [get_ports {clk}]

set non_clock_inputs [all_inputs -no_clocks]
set_input_delay [expr $clk_period * $clk_io_pct] -clock clk0 $non_clock_inputs
set_output_delay [expr $clk_period * $clk_io_pct] -clock clk0 [all_outputs]
==> flow/design.v <==
module btb(
    input clk,
    input rst,
    input [31:0] pc,
    input [31:0] update_pc,
    input update,
    input [31:0] update_target,
    input mispredicted,
    output [31:0] target_pc,
    output valid,
    output predictedTaken
);
    wire [2:0] read_index;
    wire [26:0] read_tag;
    wire [127:0] read_set;
    wire [2:0] update_index;
    wire [26:0] update_tag;
    wire [127:0] update_set;  
    wire [127:0] write_set;
    wire [7:0] LRU, next_LRU;
    wire next_LRU_read;
    wire next_LRU_write;
    reg reg_file_write;
    reg [127:0] reg_write_set;
    reg [2:0] reg_write_index;
    always @(posedge clk or posedge rst) begin
        if (rst) begin
            reg_file_write <= 0;
            reg_write_set <= 0;
            reg_write_index <= 0;
        end else begin
            reg_file_write <= update;   
            reg_write_set <= write_set;
            reg_write_index <= update_index;
        end
    end
    assign read_index = pc[4:2];
    assign read_tag = pc[31:5];
    assign update_index = update_pc[4:2];
    assign update_tag = update_pc[31:5];
    lru_reg lru_reg_inst(
        .clk(clk),
        .rst(rst),
        .LRU_updated(next_LRU),
        .LRU(LRU)
    );
    btb_file btb_file_inst(
        .clk(clk),
        .read_index(read_index),
        .update_index(update_index),
        .write_index(reg_write_index),
        .write_set(reg_write_set),
        .write_en(reg_file_write),
        .read_set(read_set),
        .update_set(update_set)
    );
    btb_read btb_read_inst(
        .read_set(read_set),
        .LRU(LRU),
        .read_tag(read_tag),
        .read_index(read_index),
        .next_LRU_read(next_LRU_read),
        .valid(valid),
        .predictedTaken(predictedTaken),
        .target(target_pc)
    );
    btb_write btb_write_inst(
        .update_set(update_set),
        .LRU(LRU),
        .update_tag(update_tag),
        .update_index(update_index),
        .update_target(update_target),
        .mispredicted(mispredicted),
        .write_set(write_set),
        .next_LRU_write(next_LRU_write)
    );
    lru_next lru_next_inst(
        .index(read_index),
        .update_index(update_index),
        .update_lru_read(next_LRU_read),
        .update_lru_write(next_LRU_write),
        .valid(valid),
        .update(update),
        .LRU(LRU),
        .next_LRU(next_LRU)
    );
endmodule
module btb_file (
    input clk,
    input [2:0] read_index,  
    input [2:0] update_index,
    input [2:0] write_index,
    input [127:0] write_set,
    input write_en,
    output wire [127:0] read_set,
    output wire [127:0] update_set  
);
    reg [127:0] file [7:0];
    integer i;
    initial begin
        for (i = 0; i < 8; i = i + 1)
            file[i] = 128'h0;
    end
    always @(posedge clk) begin
        if (write_en)
            file[write_index] <= write_set;
    end
    assign update_set = file[update_index];
    assign read_set = ((read_index == write_index) && write_en) ? write_set : file[read_index];
endmodule
module btb_read(
    input [127:0] read_set,
    input [7:0] LRU,
    input [26:0] read_tag,
    input [2:0] read_index,
    output next_LRU_read,
    output valid,
    output predictedTaken,
    output [31:0] target
);
    wire current_LRU_read;
    wire [63:0] branch1, branch2;
    wire valid1, valid2;
    wire [26:0] tag1, tag2;
    wire [31:0] target1, target2;
    wire [1:0] state1, state2;
    wire check_branch1, check_branch2;
    wire [1:0] current_state;
    assign branch1 = read_set[127:64];
    assign branch2 = read_set[63:0];
    assign valid1 = branch1[63];
    assign valid2 = branch2[63];
    assign tag1 = branch1[62:36];
    assign tag2 = branch2[62:36];
    assign target1 = branch1[35:4];
    assign target2 = branch2[35:4];
    assign state1 = branch1[3:2];
    assign state2 = branch2[3:2];
    assign check_branch1 = valid1 && (read_tag == tag1);
    assign check_branch2 = valid2 && (read_tag == tag2);
    assign valid = check_branch1 || check_branch2;
    assign target = check_branch1 ? target1 : target2;
    assign current_state = check_branch1 ? state1 : (
                           check_branch2 ? state2 : 2'b00);
    assign predictedTaken = current_state[1];
    assign current_LRU_read = LRU[read_index];
    assign next_LRU_read = valid ? check_branch2 : current_LRU_read;
endmodule
module btb_write(
    input [127:0] update_set,
    input [7:0] LRU,
    input [26:0] update_tag,
    input [2:0] update_index,
    input [31:0] update_target,
    input mispredicted,
    output [127:0] write_set,
    output next_LRU_write
);
    wire current_LRU_write;
    wire [63:0] branch1, branch2;
    wire valid1, valid2;
    wire [26:0] tag1, tag2;
    wire [31:0] target1, target2;
    wire [1:0] state1, state2;
    wire write_valid1, write_valid2;
    wire [26:0] write_tag1, write_tag2;
    wire [31:0] write_target1, write_target2;
    wire check_branch1, check_branch2;
    wire entry_exists;
    wire insert_branch1, insert_branch2;
    wire take_branch1, take_branch2;
    wire [1:0] current_state_branch1, current_state_branch2;
    wire [1:0] next_state_branch1, next_state_branch2;
    wire [1:0] write_state1, write_state2;
    assign branch1 = update_set[127:64];
    assign branch2 = update_set[63:0];
    assign valid1 = branch1[63];
    assign valid2 = branch2[63];
    assign tag1 = branch1[62:36];
    assign tag2 = branch2[62:36];
    assign target1 = branch1[35:4];
    assign target2 = branch2[35:4];
    assign state1 = branch1[3:2];
    assign state2 = branch2[3:2];
    assign check_branch1 = valid1 && (update_tag == tag1);    
    assign check_branch2 = valid2 && (update_tag == tag2);
    assign entry_exists = check_branch1 || check_branch2;
    assign current_LRU_write = LRU[update_index];
    assign insert_branch1 = entry_exists ? check_branch1 : current_LRU_write;
    assign insert_branch2 = entry_exists ? check_branch2 : !current_LRU_write;
    assign write_valid1 = valid1 || insert_branch1;
    assign write_valid2 = valid2 || insert_branch2;
    assign write_tag1 = insert_branch1 ? update_tag : tag1;
    assign write_tag2 = insert_branch2 ? update_tag : tag2;
    assign write_target1 = insert_branch1 ? update_target : target1;
    assign write_target2 = insert_branch2 ? update_target : target2;
    assign current_state_branch1 =  entry_exists ? state1 : 2'b00;
    assign current_state_branch2 =  entry_exists ? state2 : 2'b00;
    dynamic_branch_predictor fsm_branch1(
        .current_state(current_state_branch1),
        .mispredicted(mispredicted),
        .next_state(next_state_branch1)
    );
    dynamic_branch_predictor fsm_branch2(
        .current_state(current_state_branch2),
        .mispredicted(mispredicted),
        .next_state(next_state_branch2)
    );
    assign write_state1 = insert_branch1 ? next_state_branch1 : state1;
    assign write_state2 = insert_branch2 ? next_state_branch2 : state2;
    assign write_set = { write_valid1, write_tag1, write_target1, write_state1, 2'b00,
                         write_valid2, write_tag2, write_target2, write_state2, 2'b00};
    assign next_LRU_write = entry_exists ? current_LRU_write : insert_branch2;
endmodule
module dynamic_branch_predictor(
    input [1:0] current_state,
    input mispredicted,
    output reg [1:0] next_state
);
    always @(*) begin
        case (current_state)
            2'b00: next_state = mispredicted ? 2'b01  : 2'b00;
            2'b01:   next_state = mispredicted ? 2'b10   : 2'b00;
            2'b10:     next_state = mispredicted ? 2'b11      : 2'b10;
            2'b11:       next_state = mispredicted ? 2'b00: 2'b10;
            default:           next_state = current_state;
        endcase
    end
endmodule
module lru_next(
    input [2:0] index,
    input [2:0] update_index,
    input update_lru_read,
    input update_lru_write,
    input valid,
    input update,
    input [7:0] LRU,
    output reg [7:0] next_LRU
);
    reg [7:0] read_mask;
    reg [7:0] write_mask;
    reg [7:0] update_mask;
    reg [7:0] update_bits;
    always @* begin
        read_mask   = (8'b00000001 << index);
        write_mask  = (8'b00000001 << update_index);
        update_mask = read_mask | write_mask;
        update_bits = (update_lru_read  && valid  ? read_mask  : 8'b00000000)
                    | (update_lru_write && update ? write_mask : 8'b00000000);
        next_LRU = (LRU & ~update_mask) | update_bits;
    end
endmodule
module lru_reg(
    input clk,
    input rst,
    input [7:0] LRU_updated,
    output reg [7:0] LRU
);
    always @(posedge clk or posedge rst) begin
        if (rst) begin
            LRU <= 8'h00;  
        end else begin
            LRU <= LRU_updated;
        end
    end
endmodule
==> flow/run.sh <==
#!/bin/bash
# OpenROAD 26Q1-2900-gdf79404cd8, Yosys 0.63+post, stock flow scripts
make -C /OpenROAD-flow-scripts/flow DESIGN_CONFIG=/design/flow/config.mk WORK_HOME=/design/flow/orfs finish
==> impl_metrics.sql <==
-- implementation run metrics
INSERT INTO impl_metrics (metric_group, metric, value, unit) VALUES
('logic_synthesis', 'mux_area_frac', '0.2317', ''),
('logic_synthesis', 'topCombFamilyByArea', 'multiplexers', ''),
('min_path', 'class_of_the_most_critical_hold_timing_path', 'reg2reg', ''),
('global_route', 'number_of_global_route_vias_before_repair', '32810', ''),
('logic_synthesis', 'yosysTopAreaCell', 'edfxtp_1', ''),
('clock_tree', 'postCtsHoldBufs', '0', ''),
('logic_synthesis', 'ys_types', '65', ''),
('clock_tree', 'cts_made_buffers', '104', ''),
('route', 'dr_total_vias', '30090', ''),
('critical_path', 'cp_slowest_stage_delay', '670', 'ps'),
('logic_synthesis', 'synth-simple-area-share', '0.04974', ''),
('final_layout', 'area.combinational', '0.01848', 'mm2'),
('floorplanning', 'fp-row-count', '153', ''),
('logic_synthesis', 'synthesis.area', '0.05290', 'mm2'),
('final_timing', 'post-route-min-period', '10730', 'ps'),
('route', 'wire_per_inst', '26.39', 'um'),
('floorplanning', 'floorplan.die_area', '0.1780', 'mm2'),
('clock_tree', 'clk_latency', '740', 'ps'),
('logic_synthesis', 'postSynthAreaPerCell', '17.10', 'um2'),
('critical_path', 'cp.arrival', '8070', 'ps'),
('final_timing', 'fin_worst_skew', '31.66', 'ps'),
('final_layout', 'area.sequential', '0.03319', 'mm2'),
('floorplanning', 'die_h', '421.9', 'um'),
('logic_synthesis', 'yosys.area_share.aoi', '0.04898', ''),
('final_layout', 'synthToLayoutAreaGrowth', '13.85', '%'),
('final_timing', 'timing.setup.tns', '0', 'ps'),
('logic_synthesis', 'synth_top_area_share', '0.5631', ''),
('pwr', 'peak_supply_drop', '0.0001166', 'V'),
('clock_tree', 'cts_setup_buffers', '0', ''),
('critical_path', 'start_kind', 'input port', ''),
('logic_synthesis', 'async_reset_ff_frac', '0.1206', ''),
('final_timing', 'timing_worst_slew_pin_value', '970.8', 'ps'),
('critical_path', 'worst_path_max_delay_cell', 'clkdlybuf4s50_1', ''),
('global_route', 'globalRoute.totalOverflow', '0', ''),
('critical_path', 'cell_with_the_most_instances_on_the_worst_path', 'buf_4', ''),
('route', 'detailedRoute.firstIterationViolations', '1801', ''),
('global_route', 'grt_max_degree', '102', ''),
('logic_synthesis', 'synth-seq-cells', '1128', ''),
('logic_synthesis', 'synth-area-yosys', '0.05290', 'mm2'),
('job', 'stage_log_warnings', '32', ''),
('logic_synthesis', 'post_synth_main_area_contributors', 'edfxtp_1, mux4_2, dfrtp_1, mux2i_1, nand2_1', ''),
('final_timing', 'rsz0062_at_grt', 'no', ''),
('run_status', 'run_status', 'finished clean', ''),
('final_timing', 'achievable-frequency', '0.09323', 'GHz'),
('global_route', 'grt_util_met3', '0.09711', ''),
('critical_path', 'worst_path_required', '10640', 'ps'),
('floorplanning', 'placeableCoreArea', '0.1746', 'mm2'),
('final_timing', 'slew-limit-headroom', '0.3528', ''),
('route', 'drt-pass1-iter-count', '5', ''),
('pwr', 'power-per-cell-area', '136.8', 'mW/mm2'),
('final_timing', 'setup_viol', '0', ''),
('route', 'drcViolationCount', '0', ''),
('placed_design', 'place.gp.congestion', '0.9016', ''),
('final_timing', 'period_utilization', '0.8065', ''),
('clock_tree', 'cts_sinks', '1128', ''),
('clock_tree', 'ctsResizeCount', '0', ''),
('critical_path', 'cp-end-kind', 'primary output', ''),
('pwr', 'static_leakage', '19.50', 'nW'),
('final_layout', 'final_layout_top_logic_cell', 'edfxtp_1', ''),
('placed_design', 'buffer_ports.inserted', '129', ''),
('global_route', 'grt.met2_usage', '0.2819', ''),
('clock_tree', 'clock_tree.htree_level_count', '3', ''),
('global_route', 'antenna_found_initial', '14', ''),
('floorplanning', 'die.size.x', '421.9', 'um'),
('final_layout', 'n_fill_cell', '16270', ''),
('route', 'ant_nets', '0', ''),
('logic_synthesis', 'synth-edff-count', '992', ''),
('critical_path', 'r2r_slack', '8610', 'ps'),
('logic_synthesis', 'dominantRegCellSynth', 'edfxtp_1', ''),
('floorplanning', 'io_pins', '134', ''),
('final_timing', 'worst_hold_slack', '539.1', 'ps');
-- final timing paths --
path,from,endpoint,cells after the start
max,pc[3],predictedTaken,15
min,lru_reg_inst.LRU[5]$_DFF_PP0_,lru_reg_inst.LRU[5]$_DFF_PP0_,2
max reg2reg,btb_file_inst.file[0][37]$_DFFE_PP_,reg_write_set[67]$_DFF_PP0_,11
min reg2reg,lru_reg_inst.LRU[5]$_DFF_PP0_,lru_reg_inst.LRU[5]$_DFF_PP0_,2
max in group asynchronous,rst,reg_write_set[114]$_DFF_PP0_,4
min in group asynchronous,rst,reg_write_set[8]$_DFF_PP0_,2
-- layout make-up --
cell class	count	share of cell area
clock inverter	66	0.01111
multi-input combinational	1719	0.3069
clock buffer	128	0.04639
antenna	7	0.0002908
tap	2325	0.04830
inverter	20	0.001454
timing repair buffer	220	0.03447
sequential	1128	0.5511
-- through the flow --
step	util	total power [mW]	setup slack, ps	instance area (um2)	instances
global route	0.3450	8.517	2305	60230	5613
finish	0.3450	8.241	2574	60230	5613
floorplan	-	4.912	3597	52900	3094
CTS	0.3449	8.299	2451	60210	5606
global placement	0.3250	5.269	2471	56750	5412
detailed placement	0.3250	5.276	2469	56750	5412
-- synthesized netlist by cell type (5+ instances only) --
library cell  number
edfxtp_1         992
mux4_2           418
nand2_1          220
dfrtp_1          136
mux2i_1          135
nor2_1           134
clkbuf_1          88
a21oi_1           79
buf_2             76
nor3_1            74
nor2b_1           73
xnor2_1           62
xor2_1            44
a211oi_1          42
mux2_2            41
a31oi_1           39
a2111oi_0         35
o21ai_0           35
mux2_1            34
o21a_1            32
buf_4             27
o221ai_1          24
o22ai_1           24
inv_1             19
a22oi_1           18
nand2b_1          18
mux2_4            17
buf_1             16
buf_6             16
mux4_1            15
nand4_1           13
nand3_1           11
o21ai_1           10
nor4_1             9
o211ai_1           8
a221oi_1           5
a22o_1             5
-- sequential cells by signal, summed over array words and instances, names as in the netlist --
name	cells
reg_file_write	1
btb_file_inst.file	992
reg_write_index	3
reg_write_set	124
lru_reg_inst.LRU	8
-- cells by family (layout without fill, tap and decap cells) --
logic type / Yosys count / in the layout
DFF: 1128 / 1128
muxes: 660 / 660
and+or+nand+nor: 571 / 571
AOI/OAI and AO/OA: 382 / 382
buffers and inverters: 247 / 434
xor gates and xnor gates: 106 / 106
other: 0 / 7
-- where the power goes --
group	total, mW	switching (mW)	internal [mW]
Clock	3.04	1.34	1.70
Sequential	4.33	0.189	4.14
Combinational	0.876	0.499	0.376
-- per-layer routing --
layer	vias up	wire length, um	part of all wire
li1	12800	-	-
met1	15320	51560	0.35
met2	1706	73190	0.49
met3	261	18020	0.12
met4	8	5306	0.036
met5	-	52	0.00035
-- worst reg2reg max path: stages, from the launching register on --
cell and delay, ps:
edfxtp_1 390, mux4_2 450, mux2i_1 420, xnor2_1 280, or3_1 400, nor4_1 580, nand4_2 250, a21boi_4 200
buf_4 490, buf_4 630, inv_2 260, o22ai_1 250
Power figures rest on the tool's default switching activity, not on a simulated workload.
