$ cat ./config.mk
export PLATFORM = sky130hd
export DESIGN_NAME = decode_stage
export DESIGN_NICKNAME = decode_stage
export VERILOG_FILES = /design/flow/design.v
export SDC_FILE = /design/flow/constraint.sdc
export NUM_CORES = 4
export LEC_CHECK = 1
export CORE_UTILIZATION = 30
$ cat ./constraint.sdc
current_design decode_stage

set clk_period 45.1
set clk_io_pct 0.2

create_clock -name clk0 -period $clk_period [get_ports {clk}]

set non_clock_inputs [all_inputs -no_clocks]
set_input_delay [expr $clk_period * $clk_io_pct] -clock clk0 $non_clock_inputs
set_output_delay [expr $clk_period * $clk_io_pct] -clock clk0 [all_outputs]
$ cat ./design.v
module decode_controller (
    input [6:0] opcode,
    input [2:0] func3,
    input [6:0] func7,
    output ex_alu_src,
    output mem_write,
    output reg [2:0] mem_load_type,
    output reg [1:0] mem_store_type,
    output wb_load,
    output wb_reg_file,
    output invalid_inst,
    output m_type_inst
);
    wire r_type_inst;
    wire i_type_inst;
    wire wb_inst;
    wire u_type_inst;
    wire b_type_inst;
    wire j_type_inst;
    wire aupic_inst;
    wire jalr_inst;
    assign wb_inst = (opcode == 7'b0110011);
    assign r_type_inst = (wb_inst && (func7 == 7'b0000000 || func7 == 7'b0100000));
    assign i_type_inst = (opcode == 7'b0010011);
    assign mem_write = (opcode == 7'b0100011);
    assign wb_load = (opcode == 7'b0000011);
    assign m_type_inst = (wb_inst && (func7 == 7'b0000001));
    assign u_type_inst = (opcode == 7'b0110111);
    assign b_type_inst = (opcode == 7'b1100011);
    assign j_type_inst = (opcode == 7'b1101111);
    assign aupic_inst = ( opcode == 7'b0010111);
    assign jalr_inst = (opcode == 7'b1100111);
    assign ex_alu_src  = i_type_inst || wb_load || mem_write ||
                          u_type_inst ||aupic_inst || jalr_inst;
    assign wb_reg_file  = wb_inst || i_type_inst || wb_load ||
                          u_type_inst ||aupic_inst || jalr_inst || j_type_inst;
    assign invalid_inst = !(r_type_inst || ex_alu_src ||
                            b_type_inst || j_type_inst);
    always @(*) begin
        mem_store_type = 2'b11;  
        if (mem_write) begin
            case (func3)
                3'b000: mem_store_type = 2'b00;
                3'b001: mem_store_type = 2'b01;
                3'b010: mem_store_type = 2'b10;
                default:mem_store_type = 2'b11;  
            endcase
        end
    end
    always @(*) begin
        mem_load_type = func3;  
    end
endmodule
module decode_stage(
    input clk,
    input rst,
    input id_flush,
    input [31:0] instruction_in,
    input reg_file_wr_en,
    input [4:0] reg_file_wr_addr,
    input [31:0] reg_file_wr_data,
    output wire [31:0] op1,
    output wire [31:0] op2,
    output wire [4:0] rs1,
    output wire [4:0] rs2,
    output wire [4:0] rd,
    output reg [31:0] immediate,
    output wire [6:0] opcode,
    output wire alu_src,
    output wire invalid_inst,
    output wire m_type_inst,
    output wire [6:0] func7,
    output wire [2:0] func3,
    output wire mem_write,
    output wire [2:0] mem_load_type,
    output wire[1:0] mem_store_type,
    output wire wb_load,
    output wire wb_reg_file
);
    wire [31:0] instruction;
    assign instruction = id_flush ? 32'h00000013 : instruction_in;
    assign opcode = instruction[6:0];
    assign rd = instruction[11:7];
    assign rs1 = instruction[19:15];
    assign rs2 = instruction[24:20];
    assign func7 = instruction[31:25];
    assign func3 = instruction[14:12];
    always @(*) begin
        case (opcode)
            7'b0100011: 
                immediate = {{20{instruction[31]}},instruction[31:25],instruction[11:7]}; 
            7'b1101111: 
                immediate = {{11{instruction[31]}},instruction[31],instruction[19:12],instruction[20],instruction[30:21],1'b0};
            7'b1100011: 
                immediate = {{19{instruction[31]}},instruction[31],instruction[7],instruction[30:25],instruction[11:8],1'b0};
            7'b0110111: 
                immediate = {instruction[31:12],12'h000};
            7'b0010111: 
                immediate = {instruction[31:12],12'h000};
            default:       
                immediate = {{20{instruction[31]}},instruction[31:20]};
        endcase
    end
    decode_controller decode_controller_inst (
        .opcode(opcode),
        .func3(func3),
        .func7(func7),
        .ex_alu_src(alu_src),
        .mem_write(mem_write),
        .mem_load_type(mem_load_type),
        .mem_store_type(mem_store_type),
        .wb_load(wb_load),
        .wb_reg_file(wb_reg_file),
        .invalid_inst(invalid_inst),
        .m_type_inst(m_type_inst)
    );
    register_file register_file_inst (
        .clk(clk),
        .wr_en(reg_file_wr_en),
        .wr_addr(reg_file_wr_addr),
        .wr_data(reg_file_wr_data),
        .rs1_addr(rs1),
        .rs2_addr(rs2),
        .op1(op1),
        .op2(op2)
    );
endmodule
module register_file (
    input clk,
    input wr_en,
    input [4:0] wr_addr,
    input [31:0] wr_data,
    input [4:0] rs1_addr,
    input [4:0] rs2_addr,
    output wire [31:0] op1,
    output wire [31:0] op2
);
    reg [31:0] reg_file [31:0];
    wire [31:0] op1_forwarded;
    wire [31:0] op2_forwarded;
    assign op1_forwarded = ((rs1_addr == wr_addr) && wr_en) ? wr_data : reg_file[rs1_addr];
    assign op2_forwarded = ((rs2_addr == wr_addr) && wr_en) ? wr_data : reg_file[rs2_addr];
    assign op1 = (rs1_addr == 0) ? 32'b0 : op1_forwarded;
    assign op2 = (rs2_addr == 0) ? 32'b0 : op2_forwarded;
    always @(posedge clk) begin
        if (wr_en && wr_addr != 0)
            reg_file[wr_addr] <= wr_data;
    end
endmodule
$ cat ./run.sh
#!/bin/bash
# OpenROAD 26Q1-2900-gdf79404cd8, Yosys 0.63+post, stock flow scripts
make -C /OpenROAD-flow-scripts/flow DESIGN_CONFIG=/design/flow/config.mk WORK_HOME=/design/flow/orfs finish
==> flow_metrics.tcl <==
# yosys + openroad results
set metrics [dict create \
    synthArstFlopShare_pct 0 \
    cts_buffers 101 \
    crit_end "op1[7]" \
    clk_pin_slew_ns 0.06 \
    finalSetupTns_ns 0 \
    syn_to_final_growth_pct 16.4 \
    min_period_ns 23.11 \
    netlist_instances 3689 \
    status "completed" \
    gp_congestion 0.912 \
    die_h_um 413 \
    largest_reg_flops 1024 \
    drt_wl_total_um 170000 \
    viasPerCell 5.77 \
    utilization_pct 35.2 \
    worstPathMaxFanout 63 \
    portBuffers 210 \
    ys_seq_share_pct 60.8 \
    min_period_over_period_pct 51.2 \
    slew_viol_final 0 \
    post_cts_resized 0 \
    largest_register "register_file_inst.reg_file" \
    path_depth 11 \
    core_mm2 0.167 \
    drc_errors 0 \
    cp_top_family "buffers and inverters" \
    endpoint_kind "output pin" \
    cts_root_buf "clkbuf_16" \
    final-hold-violation-count 0 \
    peakVddDrop_mv 0.0346 \
    worstPathRequired_ns 36.08 \
    synth.top_cell.area_share_pct 60.8 \
    synthesis.area_mm2 0.0506 \
    path_buffers 5 \
    critical_path.max_stage_delay_ns 0.70 \
    cts_hold_buf 0 \
    fp_util_pct 30.2 \
    fill_cells 15700 \
    powerDensity_mw_per_mm2 36.6 \
    cp-start-kind "primary input" \
    slew_headroom_pct 31.5 \
    regArea_mm2 0.0307 \
    ant_nets 0 \
    hold_slack_ns 9.15 \
    reg_top3 "register_file_inst.reg_file (1024)" \
    setup_viol 0 \
    drt_iter0_drc 2478 \
    min-delay-start "reg_file_wr_data[15]" \
    hpwl_um 101000 \
    cp_data_arrival_time_ns 14.09 \
    synthDistinctLibCells 57 \
    cts_buffer_depth 3 \
    tritoncts "built" \
    crit_chain "buf_8 -> nand2b_1 -> inv_2 -> buf_4 -> and3_2 -> buf_4 -> a22oi_1 -> nand3_1 -> nor3_1 -> nor3_1 -> clkdlybuf4s50_1" \
    cts_max_level 3 \
    comb_area_mm2 0.0183 \
    drive_above_1_share_pct 18.3 \
    ys_cells 3689 \
    rsz0062_at_grt "false" \
    avgSynthCellArea_um2 13.7 \
    ys.warnings.count 3 \
    fp.dieW_um 413 \
    synth-edff-count 1024 \
    yosys.area.top_type "edfxtp_1" \
    top_cells_by_area "edfxtp_1, mux4_2, mux2i_1, mux2_2, nand2_1" \
    die_area_mm2 0.170 \
    cts_setup_buffers 0 \
    tightest_slew_ns 1.02 \
    critPathLaunch "instruction_in[17]" \
    hold_path_depth 2 \
    fmax_mhz 43.3 \
    grt_pass1_wl_um 245000 \
    grt_util_all_layers_pct 21.1 \
    postPlaceCellArea_mm2 0.0556 \
    rows 150 \
    crit_slowest_cell "nor3_1" \
    dr.pass1.iters 6 \
    num_io_pins 212 \
    synth_top_flop_cell "edfxtp_1" \
    p_leak_nw 19.5 \
    vias 35300 \
    grt_max_degree 93 \
    fin_total_pwr_w 0.00216 \
    ys_ff 1024 \
    path_class "in -> out" \
    antenna_found_initial 8 \
    grt_overflow 0 \
    fin_area_mm2 0.0589 \
    wl_per_cell_um 27.8 \
    ys_area_mm2 0.0506 \
    clock_sinks 1024 \
    grt_pass1_vias 37200 \
    drv_cap 0 \
    hp-class "in -> reg" \
    tool_warnings 27 \
]
## cell type report
type                            instances  area share [%]
Clock inverter                         59            1.09
Multi-Input combinational cell       2234            31.2
Tap cell                             2204            4.69
Clock buffer                          124            4.44
Sequential cell                      1024            52.2
Antenna cell                            1         0.00425
Timing Repair Buffer                  359            5.59
Inverter                              121           0.778
## routing by layer
metal / share of wire [%] / track usage (%) / vias up
li1: - / - / 15000
met1: 34 / 24.3 / 17200
met2: 43 / 29.3 / 2708
met3: 19 / 17.5 / 390
met4: 3.9 / 6.73 / 26
met5: 0.27 / 1.70 / -
## report_power, final
part / internal, W / leakage [nW] / switching (W)
combinational: 0.0000910 / 8.65 / 0.000152
sequential: 0.00106 / 9.25 / 0.00000522
clock: 0.000480 / 1.59 / 0.000365
total: 0.00163 / 19.5 / 0.000523
## how the worst min path moves through the flow
stage | end | slack (ns)
5_1_grt | register_file_inst.reg_file[3][15]$_DFFE_PP_ | 9.15
4_1_cts | register_file_inst.reg_file[3][15]$_DFFE_PP_ | 9.12
6_report | register_file_inst.reg_file[3][15]$_DFFE_PP_ | 9.15
## synthesized netlist by cell type (all sizes together) (2+ instances only)
cell type and number:
a211oi 65, a21oi 223, a221o 31, a221oi 124, a22oi 32, a311oi 3
a31oi 68, and2 5, and3 2, and3b 2, and4 2, buf 144
clkbuf 197, edfxtp 1024, inv 120, mux2 128, mux2i 288, mux4 191
nand2 322, nand2b 9, nand3 75, nand4 7, nor2 92, nor2b 18
nor3 132, nor3b 5, nor4 4, nor4bb 3, o21ai 91, o221ai 95
o22ai 64, o311ai 33, o32ai 2, or2 70, xnor2 4, xor2 2
## cells by family after synthesis
group | after synthesis | synth area share [%]
buffers and inverters | 462 | 3.84
DFF | 1024 | 60.8
other | 1 | 0.00741
AOI/OAI and AO/OA | 840 | 11.4
muxes | 607 | 17.1
xor gates and xnor gates | 6 | 0.104
and+or+nand+nor | 749 | 6.78
## through the flow
| step | worst slack [ns] | cells |
|---|---|---|
| after floorplan | 25.21 | 3720 |
| after global placement | 22.29 | 5942 |
| after detailed placement | 22.34 | 5942 |
| after CTS | 22.31 | 6125 |
| after global routing | 21.90 | 6125 |
| final | 21.99 | 6126 |
## layout by cell type, fill, tap and decap left out, drive strengths merged, types with 3 or more instances in the layout
cell / Yosys / routed
a221o: 31 / 31
mux4: 191 / 191
nand2b: 9 / 9
conb: 1 / 32
clkbuf: 197 / 126
and2: 5 / 5
o221ai: 95 / 95
clkinv: 1 / 44
clkdlybuf4s50: 0 / 203
nand2: 322 / 322
a221oi: 124 / 124
nor4bb: 3 / 3
nor3b: 5 / 5
nor2: 92 / 92
a21oi: 223 / 223
bufinv: 0 / 12
a211oi: 65 / 65
nor4: 4 / 4
o311ai: 33 / 33
edfxtp: 1024 / 1024
xnor2: 4 / 4
or2: 70 / 70
nand4: 7 / 7
a22oi: 32 / 32
nor3: 132 / 132
mux2: 128 / 128
nor2b: 18 / 18
o21ai: 91 / 91
mux2i: 288 / 288
buf: 144 / 154
a31oi: 68 / 68
a311oi: 3 / 3
o22ai: 64 / 64
inv: 120 / 122
nand3: 75 / 75
No activity file was given, so power comes from the tool's default toggle rates.
